[./design.v]
module PIPEregF(clk, f_valP, f_PC);
    input clk;
    input [63:0] f_valP;
    output reg [63:0] f_PC;
    always @(posedge clk) begin
        f_PC <= f_valP;
    end
endmodule
module PIPEregD(clk, f_stat, f_icode, f_ifun, f_rA, f_rB, f_valC, f_valP, d_stat, d_icode, d_ifun, d_rA, d_rB, d_valC, d_valP);
    input clk;
    input [3:0] f_stat, f_icode, f_ifun, f_rA, f_rB;
    input [63:0] f_valC, f_valP;
    output reg [3:0] d_stat, d_icode, d_ifun, d_rA, d_rB;
    output reg [63:0] d_valC, d_valP;
    always @(posedge clk) begin
        d_stat <= f_stat;
        d_icode <= f_icode;
        d_ifun <= f_ifun;
        d_rA <= f_rA;
        d_rB <= f_rB;
        d_valC <= f_valC;
        d_valP <= f_valP;
    end
endmodule
module PIPEregE(clk, d_stat, d_icode, d_ifun, d_rA, d_rB, d_valA, d_valB, d_valC, d_valP,e_stat, e_icode, e_ifun, e_rA, e_rB, e_valA, e_valB, e_valC, e_valP);
    input clk;
    input [3:0] d_stat, d_icode, d_ifun, d_rA, d_rB;
    input [63:0] d_valA, d_valB, d_valC, d_valP;
    output reg [3:0] e_stat, e_icode, e_ifun, e_rA, e_rB;
    output reg [63:0] e_valA, e_valB, e_valC, e_valP;
    always @(posedge clk) begin
        e_stat <= d_stat;
        e_icode <= d_icode;
        e_ifun <= d_ifun;
        e_rA <= d_rA;
        e_rB <= d_rB;
        e_valA <= d_valA;
        e_valB <= d_valB;
        e_valC <= d_valC;
        e_valP <= d_valP;
    end
endmodule
module PIPEregM(clk, e_stat, e_icode, e_rA, e_rB, e_valA, e_valB, e_valC, e_valE, e_valP,e_Cnd, m_stat, m_icode, m_rA, m_rB, m_valA, m_valB, m_valC, m_valE, m_valP, m_Cnd);
    input clk;
    input e_Cnd;
    input [3:0] e_stat, e_icode, e_rA, e_rB;
    input [63:0] e_valA, e_valB, e_valC, e_valE, e_valP;
    output reg m_Cnd;
    output reg [3:0] m_stat, m_icode, m_rA, m_rB;
    output reg [63:0] m_valA, m_valB, m_valC, m_valE, m_valP;
    always @(posedge clk) begin
        m_Cnd <= e_Cnd;
        m_stat <= e_stat;
        m_icode <= e_icode;
        m_rA <= e_rA;
        m_rB <= e_rB;
        m_valA <= e_valA;
        m_valB <= e_valB;
        m_valC <= e_valC;
        m_valE <= e_valE;
        m_valP <= e_valP;
    end
endmodule
module PIPEregW(clk, m_stat, m_icode, m_rA, m_rB, m_valA, m_valB, m_valC, m_valE, m_valM, m_valP, m_Cnd, w_stat, w_icode, w_rA, w_rB, w_valA, w_valB, w_valC, w_valE, w_valM, w_valP, w_Cnd);
    input clk;
    input m_Cnd;
    input [3:0] m_stat, m_icode, m_rA, m_rB;
    input [63:0] m_valA, m_valB, m_valC, m_valE, m_valM, m_valP;
    output reg w_Cnd;
    output reg [3:0] w_stat, w_icode, w_rA, w_rB;
    output reg [63:0] w_valA, w_valB, w_valC, w_valE, w_valM, w_valP;
    always @(posedge clk) begin
        w_Cnd <= m_Cnd;
        w_stat <= m_stat;
        w_icode <= m_icode;
        w_rA <= m_rA;
        w_rB <= m_rB;
        w_valA <= m_valA;
        w_valB <= m_valB;
        w_valC <= m_valC;
        w_valE <= m_valE;
        w_valM <= m_valM;
        w_valP <= m_valP;
    end
endmodule 
[./run.sh]
#!/bin/bash
# OpenROAD 26Q1-2900-gdf79404cd8, Yosys 0.63+post, stock flow scripts
make -C /OpenROAD-flow-scripts/flow DESIGN_CONFIG=/design/flow/config.mk WORK_HOME=/design/flow/orfs finish
[./config.mk]
export PLATFORM = sky130hd
export DESIGN_NAME = PIPEregW
export DESIGN_NICKNAME = PIPEregW
export VERILOG_FILES = /design/flow/design.v
export SDC_FILE = /design/flow/constraint.sdc
export NUM_CORES = 4
export LEC_CHECK = 1
export CORE_AREA = 10 10 312 312
export DIE_AREA = 0 0 322 322
[./constraint.sdc]
current_design PIPEregW

set clk_period 1.0
set clk_io_pct 0.2

create_clock -name clk0 -period $clk_period [get_ports {clk}]

set non_clock_inputs [all_inputs -no_clocks]
set_input_delay [expr $clk_period * $clk_io_pct] -clock clk0 $non_clock_inputs
set_output_delay [expr $clk_period * $clk_io_pct] -clock clk0 [all_outputs]
==> impl_metrics.env <==
# yosys + openroad results
export IMPL_status="finished, violations left"
export IMPL_violations="setup timing"
export IMPL_grt_usage_pct=13.0
export IMPL_die_y_um=322
export IMPL_path_clk_slew_ns=0.07
export IMPL_clock_sinks=401
export IMPL_final_layout_size_suffix_gt1_share_pct=40.6
export IMPL_place_gp_congestion=0.913
export IMPL_ys_seq_share_pct=100
export IMPL_grt_max_degree=15
export IMPL_final_cell_area_sq_um=20500
export IMPL_grt_overflow=0
export IMPL_vias=7888
export IMPL_drcViolationCount=0
export IMPL_ys_sh_mux_pct=0
export IMPL_cp_start_kind="register"
export IMPL_path_buffers=1
export IMPL_path_max_fanout=1
export IMPL_dr_pass1_iters=4
export IMPL_yosys_area_sq_um=8030
export IMPL_ios=803
export IMPL_path_cells="buf_6"
export IMPL_ys_cells=401
export IMPL_ir_drop_mv=1.46
export IMPL_drt_iter0_markers=253
export IMPL_powerDensity_nw_per_um2=1920
export IMPL_row_count=110
export IMPL_dieArea_sq_um=104000
export IMPL_worstHoldPathType="in -> reg"
export IMPL_dp_cells=2381
export IMPL_min_period_ns=1.32
export IMPL_max_cap_violations=0
export IMPL_worstSetupPathType="reg -> out"
export IMPL_routedWlPerCell_um=25.2
export IMPL_final_setup_worst_slack_ns=-0.316
export IMPL_rsz0062_at_grt="yes"
export IMPL_min_from="m_valP[2]"
export IMPL_min_period_over_period_pct=132
export IMPL_layout_cells_non_filler=2750
export IMPL_grt_pass1_wl_mm=86.7
export IMPL_root_buffer="clkbuf_16"
export IMPL_cts_tree="built"
export IMPL_die_width_um=322
export IMPL_dpl_cell_area_sq_um=17600
export IMPL_port_buffers=802
export IMPL_logic_gate_count=0
export IMPL_fmax_ghz=0.760
export IMPL_xor_share_pct=0
export IMPL_htreeDepth=2
export IMPL_syn_avg_cell_area_sq_um=20.0
export IMPL_fp_util_pct=8.89
export IMPL_syn_area_sq_um=8030
export IMPL_log_warning_count=30
export IMPL_viasPerCell=2.87
export IMPL_yosys_area_share_simple_pct=0
export IMPL_maxSlewViolCount=0
export IMPL_yosysUniqueCellTypes=1
export IMPL_drt_wl_total_mm=69.4
export IMPL_maxSlewHeadroom_pct=81.6
export IMPL_fillerInstances=9458
export IMPL_worstPathArrival_ns=1.12
export IMPL_logic_area_sq_um=0
export IMPL_synthCells=401
export IMPL_numSynthFlops=401
export IMPL_whs_ns=0.0452
export IMPL_syn_to_final_growth_pct=156
export IMPL_critPathSlowestCell="dfxtp_2"
export IMPL_max_clock_path_buffers=3
export IMPL_antenna_found_initial=96
export IMPL_tightestPinTransition_ns=0.275
export IMPL_cts_made_buffers=50
export IMPL_ys_sh_aoi_pct=0
export IMPL_adder_share_pct=0
export IMPL_max_stage_delay_ns=0.35
export IMPL_holdPathStages=1
export IMPL_hold_end="w_valP[2]"
export IMPL_finalPower_mw=39.4
export IMPL_hpwl_mm=58.3
export IMPL_critPathCaptureType="output pin"
export IMPL_yosysWarnings=1
export IMPL_p_leak_nw=8.58
export IMPL_hold_viol=0
export IMPL_crit_required_ns=0.80
export IMPL_first_global_vias=8541
export IMPL_coreArea_sq_um=90300
export IMPL_crit_family="flip-flops"
export IMPL_ant_nets=0
export IMPL_flop_area_sq_um=8220
export IMPL_setup_violations=401
## area by class of cell
class	count	area share (%)
timing repair buffer	1058	44.3
sequential	401	40.1
tap	1176	7.17
clock buffer	66	6.59
clock inverter	23	1.52
antenna	26	0.317
## Yosys cell counts (all sizes together)
cell / n / share of area [%]
dfxtp: 401 / 100
## power by group
part	internal [mW]	total [mW]	switching [mW]
clock	10.9	18.4	7.50
combinational	2.75	3.88	1.13
sequential	16.9	17.2	0.272
total	30.5	39.4	8.90
## metal layers
metal,share of wire [%],global-route usage [%],vias to the layer above
li1,-,-,3510
met1,37,14.8,3481
met2,43,19.1,589
met3,17,10.5,188
met4,2.4,2.38,120
met5,1.1,0,-
## per-stage QoR
stage | util [%] | worst slack (ns) | TNS, ns
after global routing | 22.7 | -0.394 | -121.70
after CTS | 22.4 | -0.408 | -123.16
after floorplan | - | 0.538 | 0
final | 22.7 | -0.316 | -93.51
after global placement | 19.5 | -0.170 | -3.02
after detailed placement | 19.5 | -0.172 | -3.13
## flip-flops by register name, summed over array words and instances, names as in the netlist, 64 cells and up
signal	flops
w_valA	64
w_valB	64
w_valE	64
w_valP	64
w_valC	64
w_valM	64
## worst max path at each step
stage | start | cells after the start | end
after global routing | w_valE[41] | 1 | w_valE[41]
after CTS | w_valE[41] | 1 | w_valE[41]
final | w_valE[41] | 1 | w_valE[41]
## timing repair
| item | 4_1_cts | 5_1_grt |
|---|---|---|
| endpoints found under the setup margin | 401 | 401 |
| endpoints found under the hold margin | 254 | 0 |
| resized | 1527 | 63 |
| hold buffers | 254 | 0 |
| buffers inserted | 0 | 0 |
## cells in the final DEF (no fill, tap or decap), drive strengths merged
master and instances:
buf 403, bufinv 5, clkbuf 66, clkdlybuf4s50 401, clkinv 9, clkinvlp 5
dfxtp 401, diode 26, dlygate4sd3 254, inv 4
## cell families after synthesis
kind of cell and after synthesis:
DFF 401
Power and IR drop assume default switching activity.
